`/design/flow/run.sh`:
```
#!/bin/bash
# OpenROAD 26Q1-2900-gdf79404cd8, Yosys 0.63+post, stock flow scripts
make -C /OpenROAD-flow-scripts/flow DESIGN_CONFIG=/design/flow/config.mk WORK_HOME=/design/flow/orfs finish
```
`/design/flow/config.mk`:
```
export PLATFORM = sky130hd
export DESIGN_NAME = alu_top
export DESIGN_NICKNAME = alu_top
export VERILOG_FILES = /design/flow/design.v
export SDC_FILE = /design/flow/constraint.sdc
export NUM_CORES = 4
export LEC_CHECK = 1
export CORE_AREA = 10 10 70 70
export DIE_AREA = 0 0 80 80
```
`/design/flow/constraint.sdc`:
```
current_design alu_top

set clk_period 2.6
set clk_io_pct 0.2

create_clock -name clk0 -period $clk_period

set non_clock_inputs [all_inputs -no_clocks]
set_input_delay [expr $clk_period * $clk_io_pct] -clock clk0 $non_clock_inputs
set_output_delay [expr $clk_period * $clk_io_pct] -clock clk0 [all_outputs]
```
`/design/flow/design.v`:
```
`timescale 1ns/1ps
module alu_top(
    src1,        
    src2,        
    less,        
    equal,       
    A_invert,    
    B_invert,    
    cin,         
    operation,   
    comp,        
    result,      
    cout,        
    set          
);
input           src1;
input           src2;
input           less;
input           equal;
input           A_invert;
input           B_invert;
input           cin;
input   [2-1:0] operation;
input   [3-1:0] comp;
output          result;
output          cout;
output          set;
reg             result;
reg             xor_value;
reg             a_tmp;
reg             b_tmp;
wire            comp_result;
wire            set;
wire            cout;
generate
    compare cmp(less, equal, comp, comp_result);
    full_adder fa(a_tmp, b_tmp, cin, set, cout);
endgenerate
always@( * ) begin
    case (A_invert)
        1'b0:   a_tmp =  src1;
        1'b1:   a_tmp = ~src1;
    endcase
    case (B_invert)
        1'b0:   b_tmp =  src2;
        1'b1:   b_tmp = ~src2;
    endcase
    case (operation)
        2'b00:  result = a_tmp & b_tmp;
        2'b01:  result = a_tmp | b_tmp;
        2'b10:  result = set;
        2'b11:  result = comp_result;
    endcase
end
endmodule
`timescale 1ns/1ps
module compare(
    less,        
    equal,       
    comp,        
    result       
);
input           less;
input           equal;
input   [3-1:0] comp;
output          result;
reg             result;
reg             or_value;
always@( * ) begin
    or_value = less | equal;
    case (comp)
        3'b000: result = less;
        3'b001: result = ~or_value;
        3'b010: result = or_value;
        3'b011: result = ~less;
        3'b110: result = equal;
        3'b100: result = ~equal;
    endcase
end
endmodule
`timescale 1ns/1ps
module full_adder(
    src1,        
    src2,        
    cin,         
    sum,         
    cout         
);
input   src1;
input   src2;
input   cin;
output  sum;
output  cout;
reg     sum;
reg     cout;
wire    [2-1:0] half_adder_carry;
wire    [2-1:0] half_adder_sum;
generate
    half_adder ha0(src1, src2, half_adder_sum[0], half_adder_carry[0]);
    half_adder ha1(cin, half_adder_sum[0], half_adder_sum[1], half_adder_carry[1]);
endgenerate
always@( * ) begin
    sum  = half_adder_sum[1];
    cout = half_adder_carry[0] | half_adder_carry[1];
end
endmodule
`timescale 1ns/1ps
module half_adder(
    src1,        
    src2,        
    sum,         
    cout         
);
input   src1;
input   src2;
output  sum;
output  cout;
reg     sum;
reg     cout;
always@( * ) begin
    sum  = src1 ^ src2;
    cout = src1 & src2;
end
endmodule
```
==> impl_metrics.json <==
{
  "die_y_microns": 80,
  "fmax_mhz": 397,
  "wl_met3_microns": 91,
  "firstDrtPassIters": 2,
  "grt_pass1_vias": 250,
  "ios": 15,
  "chip_area_sq_um": 6400,
  "syn_area_per_cell_sq_um": 8.42,
  "syn_inst": 22,
  "drv_cap": 0,
  "peakVddDrop_mv": 0.0391,
  "fp_util_pct": 5.42,
  "portBuffers": 15,
  "rows": 21,
  "finalCritPeriodShare_pct": 97.0,
  "holdWs_ns": 1.75,
  "synth_area_sq_um": 185,
  "edf_count": 0,
  "dp_slack_ns": -0.623,
  "antenna_found_initial": 0,
  "worstSetupEndpointType": "output pin",
  "crit_arrival_ns": 2.00,
  "drtAntennaViolNets": 0,
  "untimed_endpoints": 1,
  "synthFlopType": "dlxtn_1",
  "slew_viol_final": 0,
  "top_layer": "met3",
  "drive_above_1_share_pct": 38.6,
  "warnings": 34,
  "n_fill_cell": 390,
  "finalWirelength_microns": 622,
  "via_per_inst": 2.59,
  "synth_top_cell_by_count": "inv_1",
  "wl_per_cell_microns": 6.91,
  "largest_reg_flops": 1,
  "critical_path.max_fanout": 2,
  "slew_headroom_pct": 82.4,
  "rsz0062_at_grt": "no",
  "core_sq_um": 3420,
  "top_cells_by_area": "inv_1 14%, ha_1 14%, mux4_2 12%",
  "ys.warnings.count": 4,
  "via_count": 233,
  "grt_overflow": 0,
  "grtUsageTotal_pct": 1.85,
  "grt_pass1_wl_microns": 1010,
  "fin_ws_ns": 0.0791,
  "route.met2.wl_microns": 195,
  "hold_viol_final": 0,
  "diodes": 0,
  "setup_viol": 0,
  "cp_data_required_time_ns": 2.08,
  "synth_chip_area_sq_um": 185,
  "hpwl_microns": 541,
  "ys_types": 15,
  "grt_max_degree": 6,
  "top_area_cell": "inv_1",
  "ys_ff": 1,
  "synthArstFlopShare_pct": 0,
  "synthTopCellsByCount": "7 x inv_1, 2 x ha_1",
  "area_delta_synth_final_pct": 140,
  "start_kind": "primary input",
  "gp_congestion": 0.725,
  "status": "complete, no violations",
  "synth_top_area_share_pct": 14.2,
  "yosys_cells": 22,
  "hold_class": "in2out",
  "p_leak_nw": 0.202,
  "die_w_microns": 80,
  "wl_met1_microns": 335,
  "drt_iter0_drc": 4,
  "worstMarginPinSlew_ns": 0.264,
  "layout_min_cycle_time_ns": 2.52,
  "drc": 0,
  "crit_type": "in2out",
  "power.density_nw_per_um2": 188,
  "unclocked_pins": 1
}
placed cells by master (no fill, tap or decap), types with 2 or more instances in the layout:
| cell type | synthesis | final |
|---|---|---|
| clkdlybuf4s15_1 | 0 | 2 |
| inv_2 | 1 | 3 |
| inv_1 | 7 | 5 |
| clkdlybuf4s50_1 | 0 | 9 |
| buf_2 | 0 | 3 |
| ha_1 | 2 | 2 |
| buf_4 | 0 | 7 |
repair_timing:
item,CTS,global route
gates resized,18,2
setup buffers,2,1
pin swaps,3,3
setup endpoints to repair,3,2
hold buffers,0,0
critical path: stages:
cell	delay, ns
clkdlybuf4s15_1	0.20
xnor2_2	0.16
fa_1	0.53
inv_2	0.04
mux4_2	0.43
buf_2	0.12
cell type report:
class | instances | area [sq um] | area share, %
Tap cell | 46 | 57.6 | 13.0
Multi-Input combinational cell | 13 | 155 | 34.9
Timing Repair Buffer | 22 | 186 | 42.0
Inverter | 8 | 30.0 | 6.76
Sequential cell | 1 | 15.0 | 3.38
kinds of logic after synthesis:
kind of cell               share of synthesized area (%)
muxes                                               12.2
xor gates and xnor gates                            9.46
buffers and inverters                               16.2
adders and majority gates                           24.3
AOI/OAI and AO/OA                                   22.3
and+or+nand+nor                                     7.43
latches                                             8.11
power by group:
group          switching, mW  internal, mW
registers           0.000259       0.00136
logic                 0.0266        0.0555
clock network              0             0
total                 0.0268        0.0568
routing by layer:
metal | vias to the layer above | track usage, %
met1 | 104 | 2.33
met2 | 15 | 3.05
met5 | - | 0
met4 | 0 | 0
met3 | 0 | 0.795
li1 | 114 | -
through the flow:
| stage | std cells | cell area [sq um] | util, % | total power, mW | setup TNS (ns) |
|---|---|---|---|---|---|
| after floorplan | 22 | 185 | - | 0.0230 | 0 |
| after global placement | 87 | 423 | 12.4 | 0.0763 | -0.921 |
| after detailed placement | 87 | 423 | 12.4 | 0.0782 | -1.03 |
| after CTS | 89 | 434 | 12.7 | 0.0816 | 0 |
| after global routing | 90 | 444 | 13.0 | 0.0923 | 0 |
| final | 90 | 444 | 13.0 | 0.0837 | 0 |
worst paths after layout:
path	endpoint	from	slack, ns	cells past startpoint
max	result	A_invert	0.08	6
min	result	operation[0]	1.75	3
Power is estimated from default activity; no workload was simulated.
